`./config.mk`:
```
export PLATFORM = sky130hd
export DESIGN_NAME = seq_001001
export DESIGN_NICKNAME = seq_001001
export VERILOG_FILES = /design/flow/design.v
export SDC_FILE = /design/flow/constraint.sdc
export NUM_CORES = 4
export LEC_CHECK = 1
export CORE_AREA = 10 10 70 70
export DIE_AREA = 0 0 80 80
```
`./constraint.sdc`:
```
current_design seq_001001

set clk_period 1.0
set clk_io_pct 0.2

create_clock -name clk0 -period $clk_period [get_ports {clk}]

set non_clock_inputs [all_inputs -no_clocks]
set_input_delay [expr $clk_period * $clk_io_pct] -clock clk0 $non_clock_inputs
set_output_delay [expr $clk_period * $clk_io_pct] -clock clk0 [all_outputs]
```
`./design.v`:
```
module seq_001001(input din,clk,rst,output reg dout);
parameter S0 =0,S1=1,S2=2,S3=3,S4=4,S5=5,S6=6;
reg [2:0] state,nextstate;
always @(*)
begin
case(state)
 S0: nextstate = din ? S1:S0;
 S1: nextstate = din ? S2:S0;
 S2: nextstate = din ? S3:S1;
 S3: nextstate = din ? S4:S0;
 S4: nextstate = din ? S5:S0;
 S5: nextstate = din ? S0:S1;
default :nextstate =S0;
endcase
end
always@(posedge clk)
begin
 if(rst)
    state<=2'b00;
    else state<= nextstate;
end
always @(posedge clk)
begin
  if(rst)
   dout<=1'b0;
  else begin
   if(din&(state == S5))
     dout<=1'b1;
   else
     dout<= 1'b0;
end
end
endmodule
```
`./run.sh`:
```
#!/bin/bash
# OpenROAD 26Q1-2900-gdf79404cd8, Yosys 0.63+post, stock flow scripts
make -C /OpenROAD-flow-scripts/flow DESIGN_CONFIG=/design/flow/config.mk WORK_HOME=/design/flow/orfs finish
```
==> deck_impl_summary.md <==
Flow Results at a Glance

Timing
  • Min Hold Slack: around 470 ps
  • Post-Route Skew: approximately 2.7 ps
  • Fmax: between 1000 and 1500 MHz
  • TNS Setup: 0 ps
  • Fin crit period: ~910 ps
  • Slew headroom: between 80% and 90%
  • Setup Viol. Count Final: 0
  • Final worst-path cycle share: a little over 90%
  • Slew @ Worst Pin: 263 ps
  • RSZ-0062 raised after global routing: false
  • Hold Vio Cnt, Final: 0
  • Pins Over Slew Limit: 0

Routing
  • Ant. Diodes: 0
  • Drt drc: 0
  • Number of DRC markers in iteration 0: 18
  • DR vias/cell: around 2.2
  • Final wirelength: 400 microns
  • DR vias: 157
  • DRT Pass-1 Iters: 2
  • Antenna-violating nets left: 0
  • WL/cell: around 5.5 microns

CTS
  • CTS Root Cell: clkbuf_4
  • H-tree depth: 1
  • Reg clk slew, reported paths: 50 ps
  • CTS Sinks: 7
  • Clock buffer count from CTS: 3
  • Worst-Skew Late Latency: about 250 ps
  • # hold bufs at CTS: 0
  • TritonCTS clock tree: done
  • Longest Clk Path Bufs: 2
  • Setup repair bufs after CTS: 0

Placed design
  • Hpwl dp: roughly 320 microns
  • Routability cong.: between 0.6 and 0.7
  • Count of input and output buffers: 3

Synthesis
  • Max-area cell share: between 60 and 70%
  • Main flop type: dfxtp_1
  • Main area contributors: dfxtp_1 (63%), and2_1 (14%), nor2b_4 (6.2%), nor3_1 (4.5%), o211ai_1 (3.4%)
  • Seq cells post-synth: 7
  • Cell Area, Synth: around 220 sq um
  • Number of enable flip-flop cells: 0
  • Register share after synthesis: between 60% and 70%
  • Post-Synthesis Cells: 20
  • Syn_area_per_cell: about 11 sq um
  • Yosys top cell by instances: dfxtp_1
  • Cell Type Count: 9
  • Yosys stat cell total: 20
  • Top cells by count: dfxtp_1 (7), and2_1 (5), nor3_1 (2)
  • Cell type with the largest total area: dfxtp_1
  • Yosys Chip Area: 223 sq um
  • YS warnings: 1
  • Async SR Flop Fraction: 0%

Global route
  • Global route total overflow: 0
  • Initial antenna violation count: 0
  • Number of global-route vias before repair: approximately 160
  • Grt met2 use: 1.36%
  • Met3 track demand over resource: roughly 1.9%
  • Busiest grt layer: met1
  • Met1 Usage GRT: a little under 2%
  • Largest net degree at the start of global routing: 6
  • First-pass GRT wire length: 710 microns
  • GRT Total Usage: roughly 1.5%

Floorplan
  • Initial core utilization: 6.52%
  • # IOs: 4
  • Die width: ~80 microns
  • Rows: 21
  • Die area: roughly 0.0064 sq mm
  • Core Box Area: around 0.0034 sq mm
  • Die Ht: approximately 80 microns

Pwr
  • Peak supply drop: roughly 0.00043 V
  • Power density over the cells: about 1700 mW/mm^2
  • Leakage: about 0.00012 uW

Worst setup path
  • Max stage delay on crit path: roughly 300 ps
  • WP buf/inv: 1
  • Endpoint class of the critical path: output port
  • Setup crit start: dout
  • Kind of critical path: flop to output port
  • Slowest CP cell: dfxtp_1
  • FF-to-FF Start: state[3]
  • Worst EP required: about 800 ps
  • CP startpoint kind: flop
  • CP cell instances: clkdlybuf4s15_1
  • CP top delay family: flip-flops
  • CP arrival: 710 ps
  • CP max FO: 1

Run
  • MaxCap Viol Count: 0
  • Tool warnings: 25

Outcome
  • Outcome: completed

Worst hold path
  • Hold wc startpoint: state[5]
  • Hold Crit Class: flop to flop

Layout
  • Area Growth Syn to Fin: 51.1%
  • Share of post-route cells with drive strength above 1: between 10% and 20%
-- final timing paths --
| path | to | slack [ps] | cells after the start |
|---|---|---|---|
| hold / removal | state[1] | 470 | 1 |
| setup / recovery | dout | 90 | 1 |
| hold reg to reg | state[1] | 470 | 1 |
| setup reg to reg | state[0] | 170 | 2 |
-- placed cells by master, fill, tap and decap left out --
master,instances
nor4_1,1
clkbuf_4,3
clkdlybuf4s15_1,1
o211ai_1,1
inv_1,1
clkbuf_1,1
nor2b_4,1
and2_1,5
clkdlybuf4s50_1,2
dfxtp_1,7
nand2_1,1
nor3_1,2
nor2b_1,1
-- routing by layer --
layer	routed length, microns	up-vias
li1	-	80
met1	202	69
met2	113	8
met3	84	0
met4	0	0
met5	0	-
-- kinds of logic (layout without fill, tap and decap cells) --
logic type | Yosys count | count (layout) | share of synthesized area (%)
AOI/OAI and AO/OA | 1 | 1 | 3.37
DFF | 7 | 7 | 62.9
buffers and inverters | 1 | 8 | 1.68
and+or+nand+nor | 11 | 11 | 32.0
-- power by group --
group | internal [uW] | switching, uW | total (uW)
clock | 152 | 98.4 | 250
combinational | 16.1 | 11.5 | 27.6
sequential | 287 | 3.58 | 291
total | 455 | 113 | 568
-- registers in the layout, summed over array words and instances (netlist names) --
name and cells:
dout 1, state 6
-- worst reg2reg max path: cells and delay by family (launching register included) --
kind	cells	cell delay [ps]
flops	1	300
compound gates	1	110
simple gates	1	300
-- timing repair --
action / 4_1_cts / 5_1_grt
setup endpoints to repair: 1 / 1
gates resized: 1 / 1
hold endpoints to repair: 0 / 0
-- through the flow --
| stage | setup WS (ps) | total power (uW) | std cells | util (%) | cell area [sq um] |
|---|---|---|---|---|---|
| finish | 89.2 | 568 | 73 | 9.85 | 337 |
| global route | 35.8 | 615 | 73 | 9.85 | 337 |
| CTS | 22.0 | 579 | 73 | 9.82 | 335 |
| detailed placement | -146 | 323 | 69 | 9.08 | 310 |
| global placement | -105 | 321 | 69 | 9.08 | 310 |
| floorplan | 249 | 308 | 20 | - | 223 |
-- cell type report --
class                      count  area [sq um]
clock buffer                   4          26.3
multi-input combinational     12          78.8
timing repair buffer           3          30.0
inverter                       1          3.75
fill                         402          3080
sequential                     7           140
tap                           46          57.6
No activity file was given, so power comes from the tool's default toggle rates.
