==> design/flow/design.v <==
module generic_fifo_dc(rd_clk, wr_clk, rst, clr, din, we, dout, re,
			full, empty, full_n, empty_n, level );
parameter dw=8;
parameter aw=8;
parameter n=32;
parameter max_size = 1<<aw;
input			rd_clk, wr_clk, rst, clr;
input	[dw-1:0]	din;
input			we;
output	[dw-1:0]	dout;
input			re;
output			full; 
output			empty;
output			full_n;
output			empty_n;
output	[1:0]		level;
reg	[aw:0]		wp;
wire	[aw:0]		wp_pl1;
reg	[aw:0]		rp;
wire	[aw:0]		rp_pl1;
reg	[aw:0]		wp_s, rp_s;
wire	[aw:0]		diff;
reg	[aw:0]		diff_r1, diff_r2;
reg			re_r, we_r;
reg			full, empty, full_n, empty_n;
reg	[1:0]		level;
generic_dpram  #(aw,dw) u0(
	.rclk(		rd_clk		),
	.rrst(		!rst		),
	.rce(		1'b1		),
	.oe(		1'b1		),
	.raddr(		rp[aw-1:0]	),
	.do(		dout		),
	.wclk(		wr_clk		),
	.wrst(		!rst		),
	.wce(		1'b1		),
	.we(		we		),
	.waddr(		wp[aw-1:0]	),
	.di(		din		)
	);
always @(posedge wr_clk )
	if(!rst)	wp <= #1 {aw+1{1'b0}};
	else
	if(clr)		wp <= #1 {aw+1{1'b0}};
	else
	if(we)		wp <= #1 wp_pl1;
assign wp_pl1 = wp + { {aw{1'b0}}, 1'b1};
always @(posedge rd_clk )
	if(!rst)	rp <= #1 {aw+1{1'b0}};
	else
	if(clr)		rp <= #1 {aw+1{1'b0}};
	else
	if(re)		rp <= #1 rp_pl1;
assign rp_pl1 = rp + { {aw{1'b0}}, 1'b1};
always @(posedge rd_clk)	wp_s <= #1 wp;
always @(posedge wr_clk)	rp_s <= #1 rp;
always @(posedge rd_clk)
	empty <= #1 (wp_s == rp) | (re & (wp_s == rp_pl1));
always @(posedge wr_clk)
	full <= #1 ((wp[aw-1:0] == rp_s[aw-1:0]) & (wp[aw] != rp_s[aw])) |
	(we & (wp_pl1[aw-1:0] == rp_s[aw-1:0]) & (wp_pl1[aw] != rp_s[aw]));
assign diff = wp-rp;
always @(posedge rd_clk)
	re_r <= #1 re;
always @(posedge rd_clk)
	diff_r1 <= #1 diff;
always @(posedge rd_clk)
	empty_n <= #1 (diff_r1 < n) | ((diff_r1==n) & (re | re_r));
always @(posedge wr_clk)
	we_r <= #1 we;
always @(posedge wr_clk)
	diff_r2 <= #1 diff;
always @(posedge wr_clk)
	full_n <= #1 (diff_r2 > max_size-n) | ((diff_r2==max_size-n) & (we | we_r));
always @(posedge wr_clk)
	level <= #1 {2{diff[aw]}} | diff[aw-1:aw-2];
// synopsys translate_off
always @(posedge wr_clk)
	if(we & full)
		$display("%m WARNING: Writing while fifo is FULL (%t)",$time);
always @(posedge rd_clk)
	if(re & empty)
		$display("%m WARNING: Reading while fifo is EMPTY (%t)",$time);
// synopsys translate_on
endmodule
module generic_dpram(
	rclk, rrst, rce, oe, raddr, do,
	wclk, wrst, wce, we, waddr, di
);
	parameter aw = 5;   
	parameter dw = 16;  
	input           rclk;   
	input           rrst;   
	input           rce;    
	input           oe;	    
	input  [aw-1:0] raddr;  
	output [dw-1:0] do;     
	input          wclk;   
	input          wrst;   
	input          wce;    
	input          we;     
	input [aw-1:0] waddr;  
	input [dw-1:0] di;     
	reg	[dw-1:0]	mem [(1<<aw)-1:0];  
	reg	[dw-1:0]	do_reg;             
	assign do = (oe & rce) ? do_reg : {dw{1'bz}};
	always @(posedge rclk)
		if (rce)
          		do_reg <= #1 (we && (waddr==raddr)) ? {dw{1'b x}} : mem[raddr];
	always @(posedge wclk)
		if (wce && we)
			mem[waddr] <= #1 di;
	task print_ram;
	input [aw-1:0] start;
	input [aw-1:0] finish;
	integer rnum;
  	begin
    		for (rnum=start;rnum<=finish;rnum=rnum+1)
      			$display("Addr %h = %h",rnum,mem[rnum]);
  	end
	endtask
endmodule
==> design/flow/run.sh <==
#!/bin/bash
# OpenROAD 26Q1-2900-gdf79404cd8, Yosys 0.63+post, stock flow scripts
make -C /OpenROAD-flow-scripts/flow DESIGN_CONFIG=/design/flow/config.mk WORK_HOME=/design/flow/orfs finish
==> design/flow/config.mk <==
export PLATFORM = sky130hd
export DESIGN_NAME = generic_fifo_dc
export DESIGN_NICKNAME = generic_fifo_dc
export VERILOG_FILES = /design/flow/design.v
export SDC_FILE = /design/flow/constraint.sdc
export NUM_CORES = 4
export LEC_CHECK = 1
export CORE_UTILIZATION = 40
==> design/flow/constraint.sdc <==
current_design generic_fifo_dc

set clk_period 31.7
set clk_io_pct 0.2

create_clock -name clk0 -period $clk_period [get_ports {rd_clk}]
create_clock -name clk1 -period $clk_period [get_ports {wr_clk}]

set non_clock_inputs [all_inputs -no_clocks]
set_input_delay [expr $clk_period * $clk_io_pct] -clock clk0 $non_clock_inputs
set_output_delay [expr $clk_period * $clk_io_pct] -clock clk0 [all_outputs]
==> results.txt <==
run results: Yosys Chip Area roughly 82000 um2, GRT Util Overall 24.0%, Synth Instances 4002, clk sinks 2118, most instantiated cells after synthesis edfxtp_1, mux4_2, nor2_1, final setup fails 0, tool warnings 36, critical path fanouts, max 17, area grow syn2layout 12.4%, Largest register FFs just over 2000, RSZ-0062 raised after global routing false, Fin. Hold Viols 0, Post-DRT Antenna Nets 0, setup tns final 0 ns, Top logic family multiplexers, Seq share, synth between 70% and 80%, grt ovf 0, PD cells 61.3 nW/um2, final WL 221000 um, TritonCTS clock tree built, Worst Tran Pin Value 1.05 ns, Compound Share, Synth 3.37%, fin. max-slew vios 0, floorplan utilization around two fifths, reg2reg start rp[1], floorplan core area 203000 um2, vias in the first global route 45860, crit path kind in2reg, Post-Synth XOR/XNOR Area 0.523%, HPWL Detailed about 140000 um, first-pass GRT wire length 321000 um, Site Rows 165, largest net degree at the start of global routing 119, Maximum Capacitance Violations 0, drt wl/cell 31.7 um, mux frac, synth 14.5%, IO buf count 26, Non-Filler Instances 6995, vias per cell slightly below 6, Largest Register u0.mem, Post-synth area hogs edfxtp_1, mux4_2, dfxtp_1, DRC 0, Worst Setup SP we, IO Count 28, maximum VDD drop roughly 61 uV, Adders+Majority by Area less than 1%, Cell variety after synth 76, Hold Crit Start rp[7], Area leader share 74.9%, Max transition margin 29.8%, Hold WC Path Type reg2reg, Crit. End Element register, most instantiated library cell after synthesis edfxtp_1, final clock skew 0.0517 ns, Die X 455 um, final hold slack 0.0672 ns, area leader, netlist edfxtp_1, and+or+nand+nor area frac under 10%, Die Ht 455 um, clk slew on worst S/H paths 0.06 ns, FILL cells roughly 17000, Syn. warnings 4, main flop type edfxtp_1, WP data arrival 9.25 ns, antenna violations before repair 3, Startpoint Class input pin, P_leak around 28 nW, Crit path required time 32.14 ns, Avg Cell Area, Syn 20.5 um2, GP Congestion approximately 1.0, DR vias 40900, Placed Cells 6607, run status completed, first-iteration detailed-routing DRC count 2853, Post-synth ARST share 0%, Cell Area, Synth 82100 um2, Post-synth EDFFs 2048, FF+latch count, synth roughly 2100, # Cells Yosys roughly 4000, router iterations before antenna repair 6, layout cells sized above 1 22.3%, die area ~210000 um2
[area by class of cell]
type,count,area [um2],share of cell area (%)
clock buffers,251,5450,5.91
diodes,4,10.0,0.0109
repair buffers,173,1470,1.60
well taps,2672,3340,3.62
flip-flops and latches,2118,62900,68.2
multi-input cells,1631,17800,19.3
clock inverters,129,1220,1.33
inverters,17,66.3,0.0719
[worst max-delay path: stages]
cell	delay (ns)
clkdlybuf4s50_1	0.47
buf_4	0.27
and2_1	0.42
nand2_1	0.65
buf_4	0.50
nor2_1	0.58
[logic make-up after synthesis]
logic type / count (synthesis)
muxes: 610
DFF: 2118
and+or+nand+nor: 574
adders and majority gates: 14
buffers and inverters: 253
AOI/OAI and AO/OA: 384
xor gates and xnor gates: 49
[layout by cell type, fill, tap and decap left out, types with 35 or more instances in the layout]
master     synthesis  layout
a22oi_1           63      63
nand3_1           35      35
clkbuf_1          84      37
clkinv_2           0      40
buf_4             43     138
a21oi_1           40      40
clkbuf_16          0     210
mux2i_1          117     117
nor2_1           332     331
edfxtp_1        2048    2048
clkinv_1           3      48
nand2_1          124     124
dfxtp_1           70      65
o22ai_1           63      63
mux4_2           461     461
[per-stage QoR]
stage / setup slack, ns / power [mW] / util [%] / area (um2)
2_1_floorplan: 23.65 / 3.21 / - / 82100
3_3_place_gp: 22.26 / 3.30 / 42.1 / 85500
3_5_place_dp: 22.17 / 3.30 / 42.1 / 85500
4_1_cts: 23.05 / 5.70 / 45.4 / 92200
5_1_grt: 22.80 / 5.82 / 45.4 / 92200
6_report: 22.90 / 5.66 / 45.5 / 92200
[worst paths after layout]
| kind | endpoint | slack, ns | cells past startpoint |
|---|---|---|---|
| worst max-delay path | u0.mem[65][3] | 22.90 | 6 |
| worst min-delay path | rp_s[7] | 0.07 | 0 |
| worst max register to register | u0.do_reg[4] | 26.35 | 10 |
| worst min register to register | rp_s[7] | 0.07 | 0 |
| max in group clk0 | full | 23.74 | 1 |
| min in group clk0 | empty_n | 0.40 | 1 |
[where the power goes]
part | internal [mW] | switching (mW) | total (mW)
clock | 1.38 | 1.04 | 2.42
combinational | 0.0546 | 0.107 | 0.162
sequential | 3.07 | 0.00376 | 3.08
total | 4.50 | 1.15 | 5.66
[metal layers]
layer  vias up  routed length (um)  track usage [%]  share of wire (%)
met3       442               41900             20.4                 19
met4        22                9000             7.30                4.1
met1     20448               71500             28.8                 32
met2      3084               98500             32.9                 44
met5         -                 503             1.61               0.23
li1      16904                   -                -                  -
[repair_timing]
item | CTS | global route
hold buffers | 4 | 0
resized | 0 | 0
buffers inserted | 0 | 0
endpoints found under the setup margin | 0 | 0
endpoints found under the hold margin | 4 | 0
No activity file was given, so power comes from the tool's default toggle rates.
