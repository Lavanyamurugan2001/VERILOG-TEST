`/design/flow/config.mk`:
```
export PLATFORM = sky130hd
export DESIGN_NAME = FIFObuffer
export DESIGN_NICKNAME = FIFObuffer
export VERILOG_FILES = /design/flow/design.v
export SDC_FILE = /design/flow/constraint.sdc
export NUM_CORES = 4
export LEC_CHECK = 1
export CORE_UTILIZATION = 50
```
`/design/flow/constraint.sdc`:
```
current_design FIFObuffer

set clk_period 8.6
set clk_io_pct 0.2

create_clock -name clk0 -period $clk_period [get_ports {Clk}]

set non_clock_inputs [all_inputs -no_clocks]
set_input_delay [expr $clk_period * $clk_io_pct] -clock clk0 $non_clock_inputs
set_output_delay [expr $clk_period * $clk_io_pct] -clock clk0 [all_outputs]
```
`/design/flow/design.v`:
```
module FIFObuffer( Clk, 
                   dataIn, 
                   RD, 
                   WR, 
                   EN, 
                   dataOut, 
                   Rst,
                   EMPTY, 
                   FULL 
                   ); 
input  Clk, 
       RD, 
       WR, 
       EN, 
       Rst;
output  EMPTY, 
        FULL;
input   [31:0]    dataIn;
output reg [31:0] dataOut;  
reg [1023:0]  Count = 0; 
reg [31:0] FIFO [0:7]; 
  reg [9:0]  readCounter = 0, 
           writeCounter = 0; 
assign EMPTY = (Count==0)? 1'b1:1'b0; 
assign FULL = (Count==1023)? 1'b1:1'b0; 
always @ (posedge Clk) 
begin 
 if (EN==0); 
 else begin 
  if (Rst) begin 
   readCounter = 0; 
   writeCounter = 0; 
  end 
  else if (RD ==1'b1 && Count!=0) begin 
   dataOut  = FIFO[readCounter]; 
   readCounter = readCounter+1; 
  end 
  else if (WR==1'b1 && Count<1023) begin
   FIFO[writeCounter]  = dataIn; 
   writeCounter  = writeCounter+1; 
  end 
  else; 
 end 
 if (writeCounter==1023) 
  writeCounter=0; 
 else if (readCounter==1023) 
  readCounter=0; 
 else;
 if (readCounter > writeCounter) begin 
  Count=readCounter-writeCounter; 
 end 
 else if (writeCounter > readCounter) 
  Count=writeCounter-readCounter; 
 else;
end 
endmodule
```
`/design/flow/run.sh`:
```
#!/bin/bash
# OpenROAD 26Q1-2900-gdf79404cd8, Yosys 0.63+post, stock flow scripts
make -C /OpenROAD-flow-scripts/flow DESIGN_CONFIG=/design/flow/config.mk WORK_HOME=/design/flow/orfs finish
```
==> flow_metrics.tcl <==
# yosys + openroad results
set metrics [dict create \
    cpLargestDelayFamily "AND-OR/OR-AND gates" \
    path_clk_slew_ns 0.06 \
    syn_inst 821 \
    cp.arrival_ns 7.47 \
    synth-edff-count 299 \
    crit_chain "clkdlybuf4s50_1, o31a_1, nor3b_1, o311a_1, or4_4, o21ai_1, nor2b_1, ha_1, nand2_1, or4_1, o211ai_1, nand2_1, mux2_2, a2111oi_0, a211oi_1" \
    setup_tns_ns 0 \
    tightest_slew_ns 0.784 \
    gp_congestion 0.937 \
    startpoint_type "input port" \
    ys_seq_share 0.701 \
    grt_pass1_wl_mm 43.9 \
    r2r_slack_ns 1.86 \
    top_cell "edfxtp_1" \
    hp-start "writeCounter[6]$_DFF_P_" \
    io_pins 71 \
    synthTopCellsByArea "edfxtp_1 (67%), mux4_2 (11%), nand2_1 (3.7%)" \
    cpPeakStageDelay_ns 0.63 \
    p_per_area_nw_per_um2 248 \
    syn_area_per_cell_sq_um 16.3 \
    yosys_cells 821 \
    synth_area_sq_um 13400 \
    ir_drop_uv 228 \
    r2r-start "Count[1022]$_DFFE_PP_" \
    crit_top_cell "nand2_1" \
    status "complete, no violations" \
    critPathBufInv 1 \
    initCoreUtil 0.512 \
    cts_max_level 2 \
    drive_gt1_frac 0.179 \
    hp-class "reg2reg" \
    warnings 35 \
    comb_area_sq_um 3840 \
    drcViolationCount 0 \
    fin_crit_sh 0.838 \
    cts_tree "done" \
    clk_path_buf_depth 3 \
    crit_path_top_delay_cell "o21ai_1" \
    insertion_delay_ns 0.52 \
    cts_buffers 34 \
    fin_skew_ns 0.0200 \
    required_ns 8.86 \
    ctsHoldBuffers 0 \
    hold-path-cell-count 2 \
    flop_cell "edfxtp_1" \
    setup_violations 0 \
    top_area_cell "edfxtp_1" \
    area_delta_synth_final_pct 17.8 \
    min_to "writeCounter[6]$_DFF_P_" \
    die_w_microns 166 \
    r2r-end "Count[8]$_DFFE_PP_" \
    path_class "in2reg" \
    routed_wl_mm 28.8 \
    ys_warn_count 1 \
    postCtsSetupRepairBufs 0 \
    worstPathMaxFanout 15 \
    finalCriticalPeriod_ns 7.21 \
    nFillCells 1904 \
    slew_viol_final 0 \
    detail_route.wl_per_cell_microns 22.6 \
    critical_path.startpoint "RD" \
    fmax_mhz 139 \
    grt_max_degree 51 \
    rsz0062_at_grt "no" \
    p_leak_nw 5.29 \
    hold_viol_final 0 \
    relSlewSlack 0.473 \
    dp_cells 1213 \
    via_count 7462 \
    ant_nets 0 \
    grt_pass1_vias 7867 \
    die_area_sq_um 27400 \
    grt_usage 0.245 \
    core_sq_um 26100 \
    ys_types 57 \
    die_h_microns 166 \
    antenna_found_initial 1 \
    cts_resized 0 \
    first_pass_iters 21 \
    drt_iter0_markers 409 \
    grt.overflow.total 0 \
    hold_slack_ns 0.672 \
    cts_root_buffer "clkbuf_16" \
    final_cells 1276 \
    top_cells_by_count "edfxtp_1 (299), nand2_1 (131), mux4_2 (64), clkbuf_1 (23)" \
    post-dp-hpwl_mm 17.7 \
    async_flop_share 0 \
    viasPerCell 5.85 \
    critPathCaptureType "flop" \
    synth_chip_area_sq_um 13400 \
    flop_area_sq_um 9390 \
    timing.max_cap.violations 0 \
    top_cell_area_share 0.671 \
    synth_flops 319 \
    num_rows 59 \
    clock-sinks 319 \
    io_buffers 70 \
    ff2ff_path_depth 15 \
]
[worst min-delay path, cell delays in order (launching register included)]
cell and delay, ns:
dfxtp_1 0.39, xnor2_1 0.16, nor2_1 0.07
[worst max path at each step]
stage               endpoint  slack [ns]  cells past startpoint
6_report  Count[8]$_DFFE_PP_        1.39                     15
4_1_cts   Count[8]$_DFFE_PP_        1.43                     15
5_1_grt   Count[8]$_DFFE_PP_        0.97                     15
[layout by cell type, fill, tap and decap left out, drive strengths merged, types with 15 or more instances in the layout]
| cell type | count |
|---|---|
| edfxtp | 299 |
| nand2 | 131 |
| clkdlybuf4s50 | 70 |
| mux4 | 64 |
| clkbuf | 40 |
| buf | 26 |
| a21oi | 22 |
| ha | 22 |
| dfxtp | 20 |
| nand3 | 16 |
| o21ai | 16 |
| inv | 16 |
| nor2 | 15 |
[final cells by class]
| type | instances | share of cell area |
|---|---|---|
| Sequential cell | 319 | 0.596 |
| Multi-Input combinational cell | 450 | 0.244 |
| Timing Repair Buffer | 96 | 0.0569 |
| Clock buffer | 40 | 0.0568 |
| Tap cell | 335 | 0.0266 |
| Clock inverter | 22 | 0.0168 |
| Inverter | 13 | 0.00310 |
| Antenna cell | 1 | 0.000159 |
[per-stage QoR]
step / power (mW) / util / worst slack (ns) / instance area, sq um
3_5_place_dp: 2.45 / 0.558 / 0.899 / 14600
5_1_grt: 4.07 / 0.603 / 0.975 / 15700
6_report: 3.91 / 0.603 / 1.39 / 15800
2_1_floorplan: 2.25 / - / 2.33 / 13400
4_1_cts: 3.95 / 0.603 / 1.43 / 15700
3_3_place_gp: 2.45 / 0.558 / 0.953 / 14600
[routing by layer]
| metal | share of wire | vias up | GRT usage |
|---|---|---|---|
| met4 | 0.018 | 0 | 0.0467 |
| li1 | - | 3402 | - |
| met2 | 0.48 | 396 | 0.359 |
| met5 | 0 | - | 0 |
| met3 | 0.13 | 38 | 0.139 |
| met1 | 0.37 | 3626 | 0.352 |
[power by group]
part,total [mW],internal (mW),switching [mW]
Clock,1.49,0.906,0.588
Sequential,1.84,1.79,0.0494
Combinational,0.579,0.251,0.327
[sequential cells by signal, indices dropped and copies added, names as in the netlist]
signal,flops
Count,11
FIFO,256
dataOut,32
readCounter,10
writeCounter,10
[cells by family (layout without fill, tap and decap cells)]
family,Yosys count,after routing,share of synthesized area
AOI/OAI and AO/OA,86,86,0.0424
xor gates and xnor gates,17,17,0.0111
adders and majority gates,24,24,0.0236
buffers and inverters,52,171,0.0157
DFF,319,319,0.701
muxes,72,72,0.114
other,0,1,0
and+or+nand+nor,251,251,0.0920
No activity file was given, so power comes from the tool's default toggle rates.
